**flow/config.mk**
```make
export PLATFORM = sky130hd
export DESIGN_NAME = Full_DCT
export DESIGN_NICKNAME = Full_DCT
export VERILOG_FILES = /design/flow/design.v
export SDC_FILE = /design/flow/constraint.sdc
export NUM_CORES = 4
export LEC_CHECK = 1
export CORE_UTILIZATION = 50
```
**flow/constraint.sdc**
```tcl
current_design Full_DCT

set clk_period 21.6
set clk_io_pct 0.2

create_clock -name clk0 -period $clk_period [get_ports {clk}]

set non_clock_inputs [all_inputs -no_clocks]
set_input_delay [expr $clk_period * $clk_io_pct] -clock clk0 $non_clock_inputs
set_output_delay [expr $clk_period * $clk_io_pct] -clock clk0 [all_outputs]
```
**flow/design.v**
```verilog
module DCT(input clk,
           input signed[11:0]a0,a1,a2,a3,a4,a5,a6,a7,
           output reg signed[11:0]b0,b1,b2,b3,b4,b5,b6,b7);
  wire [11:0] c1 = 12'b011111011000;
  wire [11:0] c2 = 12'b011101100100;
  wire [11:0] c3 = 12'b011010100110;
  wire [11:0] c4 = 12'b010110101000;
  wire [11:0] c5 = 12'b010001110001;
  wire [11:0] c6 = 12'b001100001111;
  wire [11:0] c7 = 12'b000110001111;
  wire signed [11:0] f07,f0_7,f16,f1_6,f25,f2_5,f34,f3_4;
  wire signed [11:0] f0734,f07_34,f1625,f16_25;
  wire signed [11:0] sum,diff;
  wire signed [11:0] x0,x1,x2,x3,x4,x5,x6,x7;
  wire signed[23:0]m8,m9,m10,m11,m12,m13,m14,m15,m16,m17,m18,m19,m20,m21,m22,m23,m24,m25,m26,m27;
  wire signed [23:0] m0,m1,m2,m3,m4,m5,m6,m7;
  reg [11:0] r0[7:0],r1[7:0],r2[7:0],r3[7:0],r4[7:0],r5[7:0],r6[7:0],r7 [7:0];
  wire [2:0] count = 0;
  add_sub B1(f07,f0_7,a0,a7);
  add_sub B2(f16,f1_6,a1,a6);
  add_sub B3(f25,f2_5,a2,a5);
  add_sub B4(f34,f3_4,a3,a4);
  add_sub B5(f0734,f07_34,f07,f34);
  add_sub B6(f1625,f16_25,f16,f25);
  add_sub B7(sum,diff,f0734,f1625);
  multiplier M1(m0,sum,c4);
  multiplier M2(m4,diff,c4);
  multiplier M3(m8,f07_34,c2);
  multiplier M4(m9,f16_25,c6);
  assign m2 = m8+m9;
  multiplier M5(m10,f07_34,c6);
  multiplier M6(m11,f16_25,c2);
  assign m6 = m10-m11;
  multiplier M7(m12,f0_7,c1);
  multiplier M8(m13,f0_7,c3);
  multiplier M9(m14,f0_7,c5);
  multiplier M10(m15,f0_7,c7);
  multiplier M11(m16,f1_6,c1);
  multiplier M12(m17,f1_6,c3);
  multiplier M13(m18,f1_6,c5);
  multiplier M14(m19,f1_6,c7);
  multiplier M15(m20,f2_5,c1);
  multiplier M16(m21,f2_5,c3);
  multiplier M17(m22,f2_5,c5);
  multiplier M18(m23,f2_5,c7);
  multiplier M19(m24,f3_4,c1);
  multiplier M20(m25,f3_4,c3);
  multiplier M21(m26,f3_4,c5);
  multiplier M22(m27,f3_4,c7);
  assign m1 = m12+m17+m22+m27;
  assign m3 = m13-m19-m20-m26;
  assign m5 = m14-m16+m23+m25;
  assign m7 = m15-m18+m21-m24;
  assign x0 = m0>>12;
  assign x1 = m1>>12;
  assign x2 = m2>>12;
  assign x3 = m3>>12;  
  assign x4 = m4>>12;
  assign x5 = m5>>12;
  assign x6 = m6>>12;
  assign x7 = m7>>12;
  always @(posedge clk)begin
    {b0,b1,b2,b3,b4,b5,b6,b7} <= {x0,x1,x2,x3,x4,x5,x6,x7};
  end
endmodule
module add_sub(
  output reg [11:0] sum,diff,                                           
  input [11:0] x,y                                                      
    );
always @(x or y)
begin
  sum=x+y;
  diff=x-y;
end
endmodule
module multiplier(
  output reg [23:0]out,
  input signed[11:0] x,y
);
  always @(x,y)begin
    out = x*y;
  end
endmodule
module block_mem(input clk,reset,wr,
		 input [11:0] in1,in2,in3,in4,in5,in6,in7,in8,
                 output reg [11:0] out0,out1,out2,out3,out4,out5,out6,out7
		);
  reg [11:0] mem_block[63:0];
reg [2:0] x,y;
  always@(posedge clk)
begin
	if(reset)
	begin
		x=0;
		y=0;
	end
	else if(wr==1)
	begin
      mem_block[(x*8)+0]<= in1;
      mem_block[(x*8)+1]<= in2;
      mem_block[(x*8)+2]<= in3;
      mem_block[(x*8)+3]<= in4;
      mem_block[(x*8)+4]<= in5;
      mem_block[(x*8)+5]<= in6;
      mem_block[(x*8)+6]<= in7;
      mem_block[(x*8)+7]<= in8;
		x<=x+1;
	end
  else if(wr==1'b0)
	begin
		out0 <=mem_block[y];
      out1 <=mem_block[8+y];
      out2 <=mem_block[16+y];
      out3 <=mem_block[24+y];
      out4 <=mem_block[32+y];
      out5 <=mem_block[40+y];
      out6 <=mem_block[48+y];
      out7 <=mem_block[56+y];
		y<= y+1;
	end
end
endmodule
module Full_DCT(input clk,wr_1,wr_2,reset,
           input [11:0]a0,a1,a2,a3,a4,a5,a6,a7,
           output signed[11:0]b0,b1,b2,b3,b4,b5,b6,b7);
  wire [11:0] r0,r1,r2,r3,r4,r5,r6,r7;
  DCT uut(clk,a0,a1,a2,a3,a4,a5,a6,a7,r0,r1,r2,r3,r4,r5,r6,r7);
  reg [11:0] R0,R1,R2,R3,R4,R5,R6,R7;
  wire [11:0] m10,m11,m12,m13,m14,m15,m16,m17;
  wire [11:0] m20,m21,m22,m23,m24,m25,m26,m27;
  reg dwr_1,dwr_2;
  always @(posedge clk)begin
    dwr_1 <= wr_1;
  end
  block_mem M1(clk,reset,dwr_1,
               r0,r1,r2,r3,r4,r5,r6,r7,
		       m10,m11,m12,m13,m14,m15,m16,m17
		      );
  always @(*) begin
    case(dwr_1)
      1'b0 : begin
            R0 = m10;
            R1 = m11;
            R2 = m12;
            R3 = m13;
            R4 = m14;
            R5 = m15;
            R6 = m16;
            R7 = m17;
      end
      default :begin
            R0 = 0;
            R1 = 0;
            R2 = 0;
            R3 = 0;
            R4 = 0;
            R5 = 0;
            R6 = 0;
            R7 = 0;
      end
      endcase
  end
  DCT uut1(clk,R0,R1,R2,R3,R4,R5,R6,R7,b0,b1,b2,b3,b4,b5,b6,b7);
endmodule
```
**flow/run.sh**
```bash
#!/bin/bash
# OpenROAD 26Q1-2900-gdf79404cd8, Yosys 0.63+post, stock flow scripts
make -C /OpenROAD-flow-scripts/flow DESIGN_CONFIG=/design/flow/config.mk WORK_HOME=/design/flow/orfs finish
```
==> flow_summary.yaml <==
# physical design summary
global_route:
  antenna_found_initial: 23
  grt_pass1_wl_mm: 664.9
  grt_pass1_vias: 109300
  grt-busiest-layer: "met2"
  track_usage_pct: 29.80
  met2_usage_pct: 45.22
  grt_max_degree: 97
  gr-usage-met3_pct: 13.07
  grt_overflow: 0
  grt_use_met1_pct: 39.34
routing:
  drc: 0
  ant_nets: 0
  drt_pass1_iterations: 5
  drt_iter0_markers: 4238
  vias: 104049
  wire_per_inst_um: 21.59
  routed_wl_mm: 436.5
  vias_per_cell: 5.146
worst_setup_path:
  path_class: "in -> reg"
  cp-start-kind: "primary input"
  cp.required_ns: 22.23
  r2r_cells: 50
  cp.arrival_ns: 17.14
  path_max_fanout: 8
  cp.depth: 45
  crit_top_cell: "fa_1"
  cp-end-kind: "flip-flop"
  worst-path-buf-inv: 10
  cp_top_family: "adder cells"
  max_stage_delay_ns: 0.63
  crit_slowest_cell: "a2111oi_0"
clocking:
  cts_tree: "done"
  clk_latency_ns: 0.77
  cts_buffer_depth: 3
  postCtsSetupRepairBufs: 0
  numCtsBuffers: 103
  htree_levels: 3
  holdBufCountCts: 0
  clkTransAtPathRegs_ns: 0.07
  cts_root_buf: "clkbuf_16"
  clock_sinks: 1063
  cts_resized: 0
min_path:
  hp-class: "reg -> reg"
  hold_depth: 0
finish:
  largest_register_ffs: 768
  largest_register: "M1.mem_block"
  drive_above_1_share_pct: 5.250
  areaGrowthSynthToFinish_pct: 7.881
  layout.cells.non_filler: 20220
  n_fill_cell: 28456
  utilization_pct: 54.22
timing:
  rsz0062_at_grt: "false"
  setup_tns_ns: 0
  relSlewSlack_pct: 25.27
  tightest_slew_ns: 1.113
  setup_viol: 0
  fin_crit_ns: 16.51
  clock_skew_ns: 0.1109
  slew_violations: 0
  finalCritPeriodShare_pct: 76.44
  fmax_mhz: 60.56
  hold_viol_final: 0
die:
  die_area_mm2: 0.3251
  ioPinCount: 196
  die_y_um: 570.2
  fp_util_pct: 50.26
  rows: 208
  die_w_um: 570.2
  fp.coreArea_mm2: 0.3211
yosys:
  netlist.area_leader.share_pct: 26.37
  topCellsByArea: "fa_1 26%, ha_1 22%, edfxtp_1 16%"
  synth-edff-count: 864
  synth.most_common_cell: "inv_1"
  synth_area_leader_cell: "fa_1"
  ys_cells: 15337
  synth_warnings: 5
  ys_async_sr_fraction_pct: 0
  top_cells_by_count: "3776 x inv_1, 2846 x ha_1, 2126 x fa_1"
  numSynthFlops: 1063
  synth_cells: 15337
  ys_chip_area_mm2: 0.1614
  postSynthAreaPerCell_um2: 10.52
  ys_types: 94
  flop_cell: "edfxtp_1"
  postSynthSeqShare_pct: 18.54
  synth_area_mm2: 0.1614
placed_design:
  dp_hpwl_mm: 379.0
  place.gp.congestion: 1.039
  placed_cells: 19963
  io_buffer_count: 194
job:
  warnings: 333
  drv_cap: 0
outcome:
  status: "finished clean"
## routing by layer
metal	share of wire (%)	wire length [um]
met3	10	45360
met5	0.15	633
met4	4.9	21550
met2	46	199700
met1	39	169200
## cell type report
class / instances / area (um2) / area share [%]
Timing Repair Buffer: 440 / 3814 / 2.190
Clock inverter: 65 / 738.2 / 0.4239
Tap cell: 4305 / 5386 / 3.093
Inverter: 3784 / 14210 / 8.158
Antenna cell: 67 / 167.7 / 0.09628
Sequential cell: 1063 / 29940 / 17.20
Multi-Input combinational cell: 10371 / 117100 / 67.27
Clock buffer: 125 / 2730 / 1.568
## path summary, 6_finish.rpt
| path | end | start | slack (ns) |
|---|---|---|---|
| setup / recovery | uut.b3[11] | a6[1] | 5.09 |
| hold / removal | M1.mem_block[42][2] | uut.b2[2] | 0.48 |
| setup reg to reg | uut1.b1[11] | dwr_1 | 7.38 |
| hold reg to reg | M1.mem_block[42][2] | uut.b2[2] | 0.48 |
## per-stage QoR
| step | instance area (um2) | setup WS, ns | hold slack (ns) |
|---|---|---|---|
| 4_1_cts | 174000 | 5.120 | 0.4804 |
| 3_3_place_gp | 170500 | 4.290 | 0.5127 |
| 6_report | 174100 | 5.089 | 0.4849 |
| 3_5_place_dp | 170500 | 4.353 | 0.5163 |
| 5_1_grt | 174100 | 4.468 | 0.4999 |
| 2_1_floorplan | 161400 | 5.315 | 0.4924 |
## cell usage in the layout, fill, tap and decap left out, types with 293 or more instances in the layout
cell	Yosys	final
a21oi_1	590	590
edfxtp_1	864	864
fa_1	2126	2126
ha_1	2846	2846
inv_1	3776	3775
nand2_1	327	327
nor2_1	663	656
o21ai_0	346	346
xnor2_1	930	911
xor2_1	298	293
## cell families after synthesis
| logic type | after synthesis | share of synthesized area (%) |
|---|---|---|
| AOI/OAI and AO/OA | 1873 | 7.553 |
| xor gates and xnor gates | 1248 | 6.930 |
| adders and majority gates | 4973 | 48.44 |
| buffers and inverters | 3903 | 9.089 |
| DFF | 1063 | 18.54 |
| muxes | 333 | 3.635 |
| other | 1 | 0.002323 |
| and+or+nand+nor | 1943 | 5.813 |
## worst register-to-register path, delay by kind of cell, from the launching register on
family,cells,cell delay (ns)
AND-OR/OR-AND,12,2.73
buffers and inverters,10,1.45
flip-flops,1,0.63
AND/OR/NAND/NOR,7,1.45
XOR/XNOR,6,1.67
adder cells (fa/ha/maj),15,6.20
